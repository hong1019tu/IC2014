File: design/flow/design.v
module STI_DAC(clk ,reset, load, pi_data, pi_length, pi_fill, pi_msb, pi_low, pi_end,
	       so_data, so_valid,
	       pixel_finish, pixel_dataout, pixel_addr,
	       pixel_wr);
input		clk, reset;
input		load, pi_msb, pi_low, pi_end; 
input	[15:0]	pi_data;
input	[1:0]	pi_length;
input		pi_fill;
output reg		so_data, so_valid;
output reg  pixel_finish, pixel_wr;
output reg [7:0] pixel_addr;
output reg [7:0] pixel_dataout;
reg [10:0] pix_count,count;
reg [10:0]so_count,cur,next;
reg[1:0] prev_length;
reg prev_msb,prev_low,prev_fill;
reg [7:0]prev_data;
always@(negedge clk or posedge reset)begin
	if(reset)begin
		pixel_addr <= -8'd1;
		pix_count <= -11'd1;
	end
	else begin
	pixel_wr <= 1'd0;
	if (so_count == 9 || so_count == 17 || so_count == 25 || so_count == 33) begin
		pixel_wr <= 1'd1;
		pixel_addr <= pixel_addr + 1;
		pix_count <= pix_count + 1;
	end
	end
end
always @(posedge clk or posedge reset) begin
	if(reset)begin
		so_valid <= 1'd0;
		so_count <= -11'd1;
		count <= 11'd1;
	end
	else begin
		if(so_count <= 11'd8 && so_count >= 11'd1)begin
			if(so_data <= 11'd8)begin
				pixel_dataout[8 - so_count] <= so_data;
			end
		end
		else if(so_count <= 11'd16 && so_count >= 11'd9)begin
			if(so_data <= 11'd16)begin
				pixel_dataout[16-so_count] <= so_data;
			end
		end
		else if(so_count <= 11'd24 && so_count >= 11'd17)begin
			if(so_data <= 17)begin
				pixel_dataout[24-so_count] <= so_data;
			end
		end
		else if(so_count <= 11'd32 && so_count >= 11'd25)begin
			if(so_data <= 32)begin
				pixel_dataout[32-so_count] <= so_data;
			end
	 	end
		so_count <= so_count + 11'd1;
		case (cur)
		0:begin
			if (so_count == -11'd1) begin
				so_valid <= 1'd1;
			end
			else if(so_count >= 11'd0 && so_count <= 7 )begin
				so_data <= pi_data[so_count];
			end
			else if(so_count == 11'd8)begin
				so_valid <= 1'd0;
			end
			else if (so_count == 11'd9) begin
				so_count <= -11'd1;
				prev_length <= pi_length;
				prev_msb <= pi_msb;
				prev_fill <= pi_fill;
				prev_low <= pi_low;
				prev_data <= pi_data;
			end
		end
		1:begin
			if (so_count == -11'd1) begin
				so_valid <= 1'd1;
			end
			else if(so_count >= 11'd0 && so_count <= 7 )begin
				so_data <= pi_data[7 - so_count];
			end
			else if(so_count == 11'd8)begin
				so_valid <= 1'd0;
			end
			else if (so_count == 11'd9) begin
				so_count <= -11'd1;
				prev_length <= pi_length;
				prev_msb <= pi_msb;
				prev_fill <= pi_fill;
				prev_low <= pi_low;
				prev_data <= pi_data;
			end
		end
		2:begin
			if (so_count == -11'd1) begin
				so_valid <= 1'd1;
			end
			else if(so_count >= 11'd0 && so_count <= 7 )begin
				so_data <= pi_data[8 + so_count];
			end
			else if(so_count == 11'd8)begin
				so_valid <= 1'd0;
			end
			else if (so_count == 11'd9) begin
				so_count <= -11'd1;
				prev_length <= pi_length;
				prev_msb <= pi_msb;
				prev_fill <= pi_fill;
				prev_low <= pi_low;
				prev_data <= pi_data;
			end
		end
		3:begin
			if (so_count == -11'd1) begin
				so_valid <= 1'd1;
			end
			else if(so_count >= 11'd0 && so_count <= 7 )begin
				so_data <= pi_data[15 - so_count];
			end
			else if(so_count == 11'd8)begin
				so_valid <= 1'd0;
			end
			else if (so_count == 11'd9) begin
				so_count <= -11'd1;
				prev_length <= pi_length;
				prev_msb <= pi_msb;
				prev_fill <= pi_fill;
				prev_low <= pi_low;
				prev_data <= pi_data;
			end
		end
		4:begin
			if (so_count == -11'd1) begin
					so_valid <= 1'd1;
				end
				else if(so_count <= 11'd15 && so_count >= 11'd0)begin
					so_data <= pi_data[so_count];
				end
				else if(so_count == 11'd16)begin
					so_valid <= 1'd0;
				end
				else if (so_count == 11'd17) begin
					so_count <= -11'd1;
					prev_length <= pi_length;
					prev_msb <= pi_msb;
					prev_fill <= pi_fill;
					prev_low <= pi_low;
					prev_data <= pi_data;
				end
		end
		5:begin
			if (so_count == -11'd1) begin
				so_valid <= 1'd1;
			end
			else if(so_count <= 11'd15 && so_count >= 11'd0)begin
				so_data <= pi_data[15-so_count];
			end
			else if(so_count == 11'd16)begin
				so_valid <= 1'd0;
			end
			else if (so_count == 11'd17) begin
				so_count <= -11'd1;
				prev_length <= pi_length;
				prev_msb <= pi_msb;
				prev_fill <= pi_fill;
				prev_low <= pi_low;
				prev_data <= pi_data;
			end
		end
		6:begin
			if (so_count == -11'd1) begin
				so_valid <= 1'd1;
			end
			else if(so_count <= 11'd23 && so_count >= 11'd0)begin
				if(so_count > 11'd15)begin
					so_data <= 1'd0;	
				end
				else begin
					so_data <= pi_data[so_count];		
				end
			end
			else if(so_count == 11'd24)begin
				so_valid <= 1'd0;
			end
			else if (so_count == 11'd25) begin
				so_count <= -11'd1;
				prev_length <= pi_length;
				prev_msb <= pi_msb;
				prev_fill <= pi_fill;
				prev_low <= pi_low;
				prev_data <= pi_data;
			end
		end
		7:begin
			if (so_count == -11'd1) begin
				so_valid <= 1'd1;
			end
			else if(so_count <= 11'd23 && so_count >= 11'd0)begin
				if(so_count < 11'd8)begin
					so_data <= 1'd0;
				end
				else begin
					so_data <= pi_data[23-so_count];
				end
			end
			else if(so_count == 11'd24)begin
				so_valid <= 1'd0;
			end
			else if (so_count == 11'd25) begin
				so_count <= -11'd1;
				prev_length <= pi_length;
				prev_msb <= pi_msb;
				prev_fill <= pi_fill;
				prev_low <= pi_low;
				prev_data <= pi_data;
			end
		end
		8:begin
			if (so_count == -11'd1) begin
				so_valid <= 1'd1;
			end
			else if(so_count <= 11'd23 && so_count >= 11'd0)begin
				if(so_count < 11'd8)begin
					so_data <= 1'd0;
				end
				else begin
					so_data <= pi_data[so_count-8];	
				end
			end
			else if(so_count == 11'd24)begin
				so_valid <= 1'd0;
			end
			else if (so_count == 11'd25) begin
				so_count <= -11'd1;
				prev_length <= pi_length;
				prev_msb <= pi_msb;
				prev_fill <= pi_fill;
				prev_low <= pi_low;
				prev_data <= pi_data;
			end
		end
		9:begin
			if (so_count == -11'd1) begin
				so_valid <= 1'd1;
			end
			else if(so_count <= 11'd23 && so_count >= 11'd0)begin
				if(so_count > 11'd15)begin
					so_data <= 1'd0;
				end
				else begin
					so_data <= pi_data[15-so_count];
				end
			end
			else if(so_count == 11'd24)begin
				so_valid <= 1'd0;
			end
			else if (so_count == 11'd25) begin
				so_count <= -11'd1;
				prev_length <= pi_length;
				prev_msb <= pi_msb;
				prev_fill <= pi_fill;
				prev_low <= pi_low;
				prev_data <= pi_data;
			end
		end
		10:begin
			if (so_count == -11'd1) begin
					so_valid <= 1'd1;
				end
				else if( so_count <= 11'd31 && so_count >= 11'd0)begin
					if(so_count > 11'd15)begin
						so_data <= 1'd0;	
					end
					else begin
						so_data <= pi_data[so_count];
					end
				end
				else if(so_count == 11'd32)begin
					so_valid <= 1'd0;
				end
				else if (so_count == 11'd33) begin
					so_count <= -11'd1;
					prev_length <= pi_length;
					prev_msb <= pi_msb;
					prev_fill <= pi_fill;
					prev_low <= pi_low;
					prev_data <= pi_data;
				end
		end
		11:begin
			if (so_count == -11'd1) begin
					so_valid <= 1'd1;
				end
				else if( so_count <= 11'd31 && so_count >= 11'd0)begin
					if(so_count < 11'd16)begin
						so_data <= 1'd0;
					end
					else begin
						so_data <= pi_data[31-so_count];	
					end
				end
				else if(so_count == 11'd32)begin
					so_valid <= 1'd0;
				end
				else if (so_count == 11'd33) begin
					so_count <= -11'd1;
					prev_length <= pi_length;
					prev_msb <= pi_msb;
					prev_fill <= pi_fill;
					prev_low <= pi_low;
					prev_data <= pi_data;
				end
		end
		12:begin
			if (so_count == -11'd1) begin
					so_valid <= 1'd1;
				end
				else if( so_count <= 11'd31 && so_count >= 11'd0)begin
					if(so_count < 11'd16)begin
						so_data <= 1'd0;
					end
					else begin
						so_data <= pi_data[so_count-16];	
					end
				end
				else if(so_count == 11'd32)begin
					so_valid <= 1'd0;
				end
				else if (so_count == 11'd33) begin
					so_count <= -11'd1;
					prev_length <= pi_length;
					prev_msb <= pi_msb;
					prev_fill <= pi_fill;
					prev_low <= pi_low;
					prev_data <= pi_data;
				end
		end
		13:begin
			if (so_count == -11'd1) begin
					so_valid <= 1'd1;
				end
				else if( so_count <= 11'd31 && so_count >= 11'd0)begin
					if(so_count > 11'd15)begin
						so_data <= 1'd0;	
					end
					else begin
						so_data <= pi_data[15-so_count];
					end
				end
				else if(so_count == 11'd32)begin
					so_valid <= 1'd0;
				end
				else if (so_count == 11'd33) begin
					so_count <= -11'd1;
					prev_length <= pi_length;
					prev_msb <= pi_msb;
					prev_fill <= pi_fill;
					prev_low <= pi_low;
					prev_data <= pi_data;
				end
		end
		14:begin
			so_data <= 1'd0;
			so_count <= so_count + 1;
			if(so_count == 11'd33)begin
				so_count <= -11'd1;
			end
		end	
		endcase
	end
	end
always@(*)begin
	if(prev_length != pi_length || pi_msb != prev_msb || pi_fill != prev_fill || pi_low != prev_low || prev_data !=pi_data )begin
		case (pi_length)
			2'b00:begin
				if (pi_low == 1'd0) begin
					if(pi_msb == 1'd0)begin
						cur = 0;
					end
					else begin
						cur = 1;
					end
				end
				else begin
					if(pi_msb == 1'd0)begin
						cur = 2;
					end
					else begin
						cur = 3;
					end
				end
			end
			2'b01:begin
				if (pi_msb == 1'd0) begin
					cur = 4;
				end
				else begin
					cur = 5;
				end
			end
			2'b10:begin
				if (pi_fill == 1'd0) begin
					if(pi_msb == 1'd0)begin
						cur = 6;
					end
					else begin
						cur = 7;
					end
				end
				else begin
					if(pi_msb == 1'd0)begin
						cur = 8;
					end
					else begin
						cur = 9;
					end
				end
			end
			2'b11:begin
				if (pi_fill == 1'd0) begin
					if(pi_msb == 1'd0)begin
						cur = 10;
					end
					else begin
						cur = 11;
					end
				end
				else begin
					if(pi_msb == 1'd0)begin
						cur = 12;
					end
					else begin
						cur = 13;
					end
				end
			end  
		endcase
	end
	else begin
		cur = 14;
	end
	if(pix_count == 255)begin 
	  pixel_finish = 1'd1;
	end
	else begin
		pixel_finish = 0;
	end
end
endmodule
File: design/flow/run.sh
#!/bin/bash
# OpenROAD 26Q1-2900-gdf79404cd8, Yosys 0.63+post, stock flow scripts
make -C /OpenROAD-flow-scripts/flow DESIGN_CONFIG=/design/flow/config.mk WORK_HOME=/design/flow/orfs finish
File: design/flow/config.mk
export PLATFORM = sky130hd
export DESIGN_NAME = STI_DAC
export DESIGN_NICKNAME = STI_DAC
export VERILOG_FILES = /design/flow/design.v
export SDC_FILE = /design/flow/constraint.sdc
export NUM_CORES = 4
export LEC_CHECK = 1
export CORE_UTILIZATION = 30
File: design/flow/constraint.sdc
current_design STI_DAC

set clk_period 7.5
set clk_io_pct 0.2

create_clock -name clk0 -period $clk_period [get_ports {clk}]

set non_clock_inputs [all_inputs -no_clocks]
set_input_delay [expr $clk_period * $clk_io_pct] -clock clk0 $non_clock_inputs
set_output_delay [expr $clk_period * $clk_io_pct] -clock clk0 [all_outputs]
==> results.json <==
{
  "status": "completed",
  "grt_pass1_wl_mm": 35.5,
  "p_per_area_nw_per_um2": 185,
  "synth_top_cell_by_area": "dfstp_2",
  "yosys-stat-cells": 909,
  "via_count": 7216,
  "rsz0062_at_grt": "false",
  "synthFlopType": "dfstp_2",
  "place_area_um2": 7930,
  "hpwlAfterDp_mm": 15.9,
  "dp_cells": 1236,
  "yosysTopAreaCellShare_pct": 11.0,
  "layout_setup_ws_ns": 0.478,
  "drv_slew": 0,
  "setup-tns-final_ns": 0,
  "yosys-top-cells-count": "nand2_1 (87), nor2_1 (82), nand3_1 (49)",
  "synthesis.area_um2": 7160,
  "rows": 56,
  "nFillCells": 2445,
  "power.switching_mw": 0.719,
  "hold_depth": 1,
  "antennaDiodeCount": 0,
  "path_class": "reg2out",
  "drtPass1Iterations": 5,
  "track_usage_pct": 18.5,
  "reg2reg_depth": 9,
  "synthArstFlopShare_pct": 57.4,
  "insertion_delay_ns": 0.37,
  "relSlewSlack_pct": 41.3,
  "pin_count": 45,
  "crit_path_end_kind": "primary output",
  "grt_pass1_vias": 6597,
  "numPortBuffers": 42,
  "post_cts_buffers": 0,
  "drc": 0,
  "cts_resized": 0,
  "clkTransAtPathRegs_ns": 0.03,
  "numCtsBuffers": 5,
  "yosys.stat.chipArea_um2": 7160,
  "final_cells": 1263,
  "fp_util_pct": 30.5,
  "chip_area_um2": 24500,
  "swShare_pct": 47.7,
  "skew_ns": 0.0745,
  "overflow": 0,
  "layout-drive-gt1-share_pct": 10.8,
  "totalWireLength_mm": 21.8,
  "drtIter0Drc": 704,
  "p_int_mw": 0.788,
  "final_area_um2": 8150,
  "cp.required_ns": 6.00,
  "die.size.y_um": 156,
  "hold_violations": 0,
  "routedWlPerCell_um": 17.3,
  "synthCells": 909,
  "dp_slack_ns": 0.744,
  "h-tree-depth": 2,
  "vdd_drop_max_mv": 0.102,
  "vias_per_cell": 5.71,
  "comb_area_um2": 5340,
  "warning_count": 58,
  "p_clk_share_pct": 18.9,
  "grt_max_degree": 44,
  "cp-start-kind": "flop",
  "root_buffer": "clkbuf_16",
  "synth_flops": 54,
  "postRouteAntennaNets": 0,
  "antenna_found_initial": 0,
  "die_w_um": 156,
  "area_delta_synth_final_pct": 13.8,
  "hold_buffers": 0,
  "synth.most_common_cell": "nand2_1",
  "pwr-share-comb_pct": 54.4,
  "leakage_nw": 2.93,
  "synth_cell_types": 84,
  "cp_data_arrival_time_ns": 5.52,
  "clk_path_buf_depth": 2,
  "cts_tree": "yes",
  "ys_warn_count": 1,
  "register_area_um2": 1500,
  "edf_count": 23,
  "max_cap_viol_count": 0,
  "critPathMaxFanout": 3,
  "setup_viol": 0,
  "avgSynthCellArea_um2": 7.88,
  "cts_sinks": 54,
  "tightestPinTransition_ns": 0.876,
  "core_area_um2": 23500,
  "synth.area.top_cells": "dfstp_2 (11%), edfxtp_1 (9.6%), ha_1 (7.0%)",
  "min_path_type": "reg2reg",
  "place_congestion": 0.960,
  "synth_seq_share_pct": 21.0,
  "pwr-share-seq_pct": 26.7
}
-- flip-flops by register name, summed over array words and instances, names as in the netlist --
signal,cells
pixel_wr,1
so_count,11
prev_length,2
pixel_dataout,8
prev_msb,1
prev_low,1
pix_count,11
so_valid,1
prev_fill,1
prev_data,8
pixel_addr,8
so_data,1
-- final timing paths --
path,from,end,slack [ns]
max,pix_count[0],pixel_finish,0.48
min,pix_count[7],pix_count[7],0.48
max reg2reg,so_count[9],pix_count[9],0.71
min reg2reg,pix_count[7],pix_count[7],0.48
max in group asynchronous,reset,pix_count[9],1.73
min in group asynchronous,reset,so_valid,1.75
-- critical path, cell delays in order (launching register included) --
cell and delay (ns):
dfstp_2 0.53, ha_1 0.19, nand4_1 0.10, nor2_1 0.11
clkdlybuf4s50_1 0.47
-- placed cells by master (no fill, tap or decap), drive strengths merged, types with 12 or more instances in the layout --
| master | n |
|---|---|
| o21ai | 49 |
| dfstp | 30 |
| a21oi | 42 |
| a31oi | 15 |
| buf | 21 |
| mux4 | 16 |
| xnor2 | 48 |
| nor3 | 29 |
| nor2 | 82 |
| ha | 40 |
| o211ai | 17 |
| nor4 | 23 |
| nand4 | 30 |
| clkdlybuf4s50 | 42 |
| edfxtp | 23 |
| nand3 | 49 |
| nand2 | 87 |
| inv | 47 |
| mux2i | 12 |
| nor2b | 14 |
| xor2 | 28 |
| a211oi | 14 |
-- layer usage --
layer  vias up  wire [um]  global-route usage, %  share of wire (%)
li1       3510          -                      -                  -
met1      3373      10500                   29.2                 48
met5         -          0                      0                  0
met2       295       9300                   26.8                 43
met4         0        503                   4.25                2.3
met3        38       1530                   2.45                7.0
-- cells by family after synthesis --
family,after synthesis,share of synthesized area (%)
flip-flops,54,21.0
adder cells (fa/ha/maj),40,6.99
multiplexers,32,7.34
AND/OR/NAND/NOR,406,30.0
AND-OR/OR-AND,218,20.6
buffers and inverters,82,4.46
XOR/XNOR,77,9.61
-- final cells by class --
class / instances / area share, %
multi-input combinational: 773 / 65.6
sequential: 54 / 18.5
timing repair buffer: 63 / 7.10
tap: 319 / 4.90
clock buffer: 5 / 1.54
clock inverter: 23 / 1.21
inverter: 26 / 1.20
-- power groups by stage --
stage	Clock (mW)	Sequential, mW	Combinational [mW]
4_1_cts	0.296	0.400	0.803
5_1_grt	0.310	0.406	0.900
6_report	0.285	0.403	0.819
-- stage by stage --
stage	power (mW)	util, %	hold WS (ns)
floorplan	1.01	-	0.442
global placement	1.22	33.8	0.479
detailed placement	1.22	33.8	0.480
CTS	1.50	34.7	0.486
global route	1.62	34.7	0.495
finish	1.51	34.7	0.485
Power and IR drop assume default switching activity.
